File: ./run.sh
#!/bin/bash
# OpenROAD 26Q1-2900-gdf79404cd8, Yosys 0.63+post, stock flow scripts
make -C /OpenROAD-flow-scripts/flow DESIGN_CONFIG=/design/flow/config.mk WORK_HOME=/design/flow/orfs finish
File: ./config.mk
export PLATFORM = sky130hd
export DESIGN_NAME = pulser
export DESIGN_NICKNAME = pulser
export VERILOG_FILES = /design/flow/design.v
export SDC_FILE = /design/flow/constraint.sdc
export NUM_CORES = 4
export LEC_CHECK = 1
export CORE_AREA = 10 10 85 85
export DIE_AREA = 0 0 95 95
File: ./constraint.sdc
current_design pulser

set clk_period 1.6
set clk_io_pct 0.2

create_clock -name clk0 -period $clk_period [get_ports {clk}]

set non_clock_inputs [all_inputs -no_clocks]
set_input_delay [expr $clk_period * $clk_io_pct] -clock clk0 $non_clock_inputs
set_output_delay [expr $clk_period * $clk_io_pct] -clock clk0 [all_outputs]
File: ./design.v
parameter ADC_IMM = 12'h069, AND_IMM = 12'h029, CMP_IMM = 12'h0C9, CPX_IMM = 12'h0E0, CPY_IMM = 12'h0C0, EOR_IMM = 12'h049, LDA_IMM = 12'h0A9, LDX_IMM = 12'h0A2, LDY_IMM = 12'h0A0, ORA_IMM = 12'h009, SBC_IMM = 12'h0E9;
parameter ASL_ACC = 12'h00A, BRK_IMP = 12'h000, CLC_IMP = 12'h018, CLD_IMP = 12'h0D8, CLI_IMP = 12'h058, CLV_IMP = 12'h0B8, DEX_IMP = 12'h0CA, DEY_IMP = 12'h088, INX_IMP = 12'h0E8, INY_IMP = 12'h0C8, LSR_ACC = 12'h04A, NOP_IMP = 12'h0EA, PHA_IMP = 12'h048, PHP_IMP = 12'h008, PLP_IMP = 12'h028, PLA_IMP = 12'h068, ROL_ACC = 12'h02A, ROR_ACC = 12'h06A, RTI_IMP = 12'h040, RTS_IMP = 12'h060, SEC_IMP = 12'h038, SED_IMP = 12'h0F8, SEI_IMP = 12'h078, TAX_IMP = 12'h0AA, TAY_IMP = 12'h0A8, TSX_IMP = 12'h0BA, TXA_IMP = 12'h08A, TXS_IMP = 12'h09A, TYA_IMP = 12'h098;
parameter ADC_ABS = 12'h06D, AND_ABS = 12'h02D, ASL_ABS = 12'h00E, BIT_ABS = 12'h02C, CMP_ABS = 12'h0CD, CPX_ABS = 12'h0EC, CPY_ABS = 12'h0CC, DEC_ABS = 12'h0CE, EOR_ABS = 12'h04D, INC_ABS = 12'h0EE, JMP_ABS = 12'h04C, JSR_ABS = 12'h020, LDA_ABS = 12'h0AD, LDX_ABS = 12'h0AE, LDY_ABS = 12'h0AC, LSR_ABS = 12'h04E, ORA_ABS = 12'h00D, ROL_ABS = 12'h02E, ROR_ABS = 12'h06E, SBC_ABS = 12'h0ED, STA_ABS = 12'h08D, STX_ABS = 12'h08E, STY_ABS = 12'h08C;
parameter ADC_ABX = 12'h07D, AND_ABX = 12'h03D, ASL_ABX = 12'h01E, CMP_ABX = 12'h0DD, DEC_ABX = 12'h0DE, EOR_ABX = 12'h05D, INC_ABX = 12'h0FE, LDA_ABX = 12'h0BD, LDY_ABX = 12'h0BC, LSR_ABX = 12'h05E, ORA_ABX = 12'h01D, ROL_ABX = 12'h03E, ROR_ABX = 12'h07E, SBC_ABX = 12'h0FD, STA_ABX = 12'h09D;
parameter ADC_ABY = 12'h079, AND_ABY = 12'h039, CMP_ABY = 12'h0D9, EOR_ABY = 12'h059, LDA_ABY = 12'h0B9, LDX_ABY = 12'h0BE, ORA_ABY = 12'h019, SBC_ABY = 12'h0F9, STA_ABY = 12'h099;
parameter ADC_INX = 12'h061, AND_INX = 12'h021, CMP_INX = 12'h0C1, EOR_INX = 12'h041, LDA_INX = 12'h0A1, ORA_INX = 12'h001, SBC_INX = 12'h0E1, STA_INX = 12'h081;
parameter ADC_INY = 12'h071, AND_INY = 12'h031, CMP_INY = 12'h0D1, EOR_INY = 12'h051, LDA_INY = 12'h0B1, ORA_INY = 12'h011, SBC_INY = 12'h0F1, STA_INY = 12'h091;
parameter ADC_ZPG = 12'h065, AND_ZPG = 12'h025, ASL_ZPG = 12'h006, BIT_ZPG = 12'h024, CMP_ZPG = 12'h0C5, CPX_ZPG = 12'h0E4, CPY_ZPG = 12'h0C4, DEC_ZPG = 12'h0C6, EOR_ZPG = 12'h045, INC_ZPG = 12'h0E6, LDA_ZPG = 12'h0A5, LDX_ZPG = 12'h0A6, LDY_ZPG = 12'h0A4, LSR_ZPG = 12'h046, ORA_ZPG = 12'h005, ROL_ZPG = 12'h026, ROR_ZPG = 12'h066, SBC_ZPG = 12'h0E5, STA_ZPG = 12'h085, STX_ZPG = 12'h086, STY_ZPG = 12'h084;
parameter ADC_ZPX = 12'h075, AND_ZPX = 12'h035, ASL_ZPX = 12'h016, CMP_ZPX = 12'h0D5, DEC_ZPX = 12'h0D6, EOR_ZPX = 12'h055, INC_ZPX = 12'h0F6, LDA_ZPX = 12'h0B5, LDY_ZPX = 12'h0B4, LSR_ZPX = 12'h056, ORA_ZPX = 12'h015, ROL_ZPX = 12'h036, ROR_ZPX = 12'h076, SBC_ZPX = 12'h0F5, STA_ZPX = 12'h095, STY_ZPX = 12'h094;
parameter BCC_REL = 12'h090, BCS_REL = 12'h0B0, BEQ_REL = 12'h0F0, BMI_REL = 12'h030, BNE_REL = 12'h0D0, BPL_REL = 12'h010, BVC_REL = 12'h050, BVS_REL = 12'h070;
parameter JMP_IND = 12'h06C;
parameter LDX_ZPY = 12'h0B6, STX_ZPY = 12'h096;
parameter fetch1 =              12'h100;
parameter fetch2 =              12'h101;
parameter IMMEDIATE =           12'h102;
parameter JMP_ABS_1 =           12'h103;
parameter IMPLIED_ACCUMULATOR = 12'h104;
parameter ZEROPAGE =            12'h105;
parameter ZEROPAGE_MW =         12'h106;
parameter ZEROPAGE_R =          12'h107;
parameter ERROR =               12'h1ff;
module pulser
(
	input clk,
	input [11:0] low,
	input [11:0] high,
	output reg [11:0] to_seven_seg
);
reg [5:0] data;
initial
begin
	data = 0;
end
always @ (posedge clk)
begin
	if(data[5] == 1)  
		begin
			data <= data+1'b1;
			to_seven_seg <= low &  ~12'b000010000000;
		end
	else  
		begin
			data <= data+1'b1;
			to_seven_seg <= high & ~12'b000100000000;
		end
end
endmodule
==> results.py <==
# Physical implementation metrics
metrics = {
    "global_route": {
        "grt_first_pass_wirelength_mm": 2.10,
        "antenna_found_initial": 0,
        "first_global_vias": 444,
        "overflow": 0,
        "grt_max_degree": 11,
        "gr-usage-all-layers": 0.0295,
    },
    "die": {
        "rows": 27,
        "floorplan.die.width_um": 95,
        "core_area_sq_um": 5470,
        "die-area_sq_um": 9030,
        "initial_core_util": 0.110,
        "die_height_um": 95,
        "num_io_pins": 37,
    },
    "yosys": {
        "syn_inst": 41,
        "synth-cells-yosys": 41,
        "yosysSeqAreaShare": 0.601,
        "synthesis_area_per_yosys_sq_um": 599,
        "ys.warnings.count": 1,
        "flops_after_synth": 18,
        "postSynthAreaPerCell_sq_um": 14.6,
        "synthesis.area_sq_um": 599,
        "synth_cell_types": 12,
    },
    "cts": {
        "clkLatencyLatePin_ps": 250,
        "cts_buffers": 3,
        "clk_transition_reported_paths_ps": 60,
        "postCtsResizedCells": 0,
        "max_clock_buf_depth": 2,
        "clock_tree.root_cell": "sky130_fd_sc_hd__clkbuf_8",
        "ctsHoldBuffers": 0,
        "clock_tree.htree_level_count": 1,
        "cts_setup_buffers": 0,
        "cts_num_sinks": 18,
        "cts_tree": "built",
    },
    "critical_path": {
        "critPathMaxStageDelay_ps": 460,
        "worstPathMaxFanout": 1,
        "worst_ep_required_time_ps": 1280,
        "timing.critical_path.to_type": "primary output",
        "critical_path_arrival_ps": 1030,
        "total_buffers_and_inverters_traversed_by_the_critical_path": 1,
        "r2r_cells": 2,
        "worst_setup_path_start_kind": "register",
        "kind_of_cell_adding_the_most_delay_to_the_critical_path": "buffers and inverters",
        "timing.critical_path.cells": "clkdlybuf4s50_1",
        "critical_path_depth": 1,
        "crit_type": "register to primary output",
        "crit_path_top_delay_cell": "sky130_fd_sc_hd__clkdlybuf4s50_1",
    },
    "job": {
        "max_cap_viols": 0,
        "tool_warnings": 27,
    },
    "route": {
        "drt_drc_violations_left": 0,
        "route.vias.total": 424,
        "wl_mm": 1.55,
        "antenna_violating_nets_post_route": 0,
        "drt-wirelength-per-cell_um": 10.3,
        "vias_per_cell": 2.81,
        "detail_route.first_pass.iterations": 2,
        "drt-initial-drc-count": 17,
        "antenna-diode-count": 0,
    },
    "final_timing": {
        "grt_setup_unrepaired": "false",
        "hold_viol_final": 0,
        "clock.fmax_ghz": 0.743,
        "setup-violations-final": 0,
        "max-slew-margin-rel": 0.864,
        "slew_limit_fails": 0,
        "part_of_the_cycle_the_worst_path_needs": 0.842,
        "worst-slew-pin-transition_ps": 204,
        "clock-skew-final_ps": 2.31,
        "fin_crit_ps": 1350,
        "timing.hold.ws_ps": 415,
        "setup_total_negative_slack_ps": 0,
    },
    "pwr": {
        "power.density_nw_per_um2": 850,
        "ir_drop_mv": 0.218,
        "power.leakage_nw": 0.410,
    },
    "placement": {
        "place.port_buffers": 34,
        "hpwlAfterDp_mm": 1.40,
        "gp_congestion": 0.679,
    },
    "layout": {
        "mostFrequentLayoutCell": "sky130_fd_sc_hd__clkdlybuf4s50_1",
        "share_of_final_layout_standard_cells_stronger_than_drive_strength_1": 0.215,
        "fill_cells": 587,
        "commonest_non_fill_non_tap_cells_in_the_layout": "sky130_fd_sc_hd__clkdlybuf4s50_1 (34), sky130_fd_sc_hd__dfxtp_1 (18), sky130_fd_sc_hd__mux2_4 (7)",
        "area.growth.synth_to_final_pct": 80.4,
    },
    "min_path": {
        "hold_path.class": "register to register",
        "hold-path-cell-count": 1,
    },
    "status": {
        "run_status": "finished clean",
    },
}
==> path summary, 6_finish.rpt <==
path / startpoint / end / slack [ps]
setup / recovery: to_seven_seg[2] / to_seven_seg[2] / 250
hold / removal: data[0] / data[0] / 420
setup reg to reg: data[5] / to_seven_seg[9] / 520
hold reg to reg: data[0] / data[0] / 420
==> layout make-up <==
type                            instances  area, sq um  share of cell area
Inverter                                1         3.75             0.00347
Tap cell                               72         90.1              0.0833
Timing Repair Buffer                   35          348               0.322
Multi-Input combinational cell         21          224               0.207
Sequential cell                        18          360               0.333
Clock buffer                            4         55.1              0.0509
==> per-stage QoR <==
step | total power, mW | cell area [sq um] | cells | util | worst slack (ps)
2_1_floorplan | 0.489 | 599 | 41 | - | 648
3_3_place_gp | 0.575 | 1030 | 147 | 0.187 | 492
3_5_place_dp | 0.576 | 1030 | 147 | 0.187 | 482
4_1_cts | 0.933 | 1080 | 151 | 0.198 | 230
5_1_grt | 0.953 | 1080 | 151 | 0.198 | 205
6_report | 0.919 | 1080 | 151 | 0.198 | 253
==> flip-flops by register name, summed over array words and instances (netlist names) <==
signal,count
to_seven_seg,12
data,6
==> power by group <==
| part | internal (mW) | switching (mW) | total, mW |
|---|---|---|---|
| clock network | 0.218 | 0.137 | 0.355 |
| logic | 0.0840 | 0.0127 | 0.0967 |
| registers | 0.463 | 0.00405 | 0.467 |
| total | 0.765 | 0.154 | 0.919 |
==> logic make-up (layout without fill, tap and decap cells) <==
| logic type | after synthesis | in the layout | share of synthesized area |
|---|---|---|---|
| DFF | 18 | 18 | 0.601 |
| muxes | 10 | 10 | 0.232 |
| and+or+nand+nor | 6 | 6 | 0.0626 |
| xor gates and xnor gates | 4 | 4 | 0.0585 |
| buffers and inverters | 2 | 40 | 0.0250 |
| adders and majority gates | 1 | 1 | 0.0209 |
==> routing by layer <==
metal | GRT usage | wire [um] | share of wire | vias to the layer above
met3 | 0.0152 | 138 | 0.089 | 2
met5 | 0 | 0 | 0 | -
li1 | - | - | - | 211
met1 | 0.0267 | 495 | 0.32 | 202
met2 | 0.0572 | 910 | 0.59 | 9
met4 | 0.00499 | 4 | 0.0026 | 0
==> cells in the mapped netlist <==
cell                      count  area share
sky130_fd_sc_hd__inv_1        1      0.0063
sky130_fd_sc_hd__nand3_1      3       0.025
sky130_fd_sc_hd__mux2_2       3       0.056
sky130_fd_sc_hd__ha_1         1       0.021
sky130_fd_sc_hd__xor2_1       1       0.015
sky130_fd_sc_hd__mux2_4       7        0.18
sky130_fd_sc_hd__xnor2_1      3       0.044
sky130_fd_sc_hd__dfxtp_1     18        0.60
sky130_fd_sc_hd__buf_6        1       0.019
sky130_fd_sc_hd__and2b_2      1       0.015
sky130_fd_sc_hd__and3_1       1       0.010
sky130_fd_sc_hd__and2_2       1       0.013
No activity file was given, so power comes from the tool's default toggle rates.
