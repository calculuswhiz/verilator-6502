[flow/design.v]
parameter ADC_IMM = 12'h069, AND_IMM = 12'h029, CMP_IMM = 12'h0C9, CPX_IMM = 12'h0E0, CPY_IMM = 12'h0C0, EOR_IMM = 12'h049, LDA_IMM = 12'h0A9, LDX_IMM = 12'h0A2, LDY_IMM = 12'h0A0, ORA_IMM = 12'h009, SBC_IMM = 12'h0E9;
parameter ASL_ACC = 12'h00A, BRK_IMP = 12'h000, CLC_IMP = 12'h018, CLD_IMP = 12'h0D8, CLI_IMP = 12'h058, CLV_IMP = 12'h0B8, DEX_IMP = 12'h0CA, DEY_IMP = 12'h088, INX_IMP = 12'h0E8, INY_IMP = 12'h0C8, LSR_ACC = 12'h04A, NOP_IMP = 12'h0EA, PHA_IMP = 12'h048, PHP_IMP = 12'h008, PLP_IMP = 12'h028, PLA_IMP = 12'h068, ROL_ACC = 12'h02A, ROR_ACC = 12'h06A, RTI_IMP = 12'h040, RTS_IMP = 12'h060, SEC_IMP = 12'h038, SED_IMP = 12'h0F8, SEI_IMP = 12'h078, TAX_IMP = 12'h0AA, TAY_IMP = 12'h0A8, TSX_IMP = 12'h0BA, TXA_IMP = 12'h08A, TXS_IMP = 12'h09A, TYA_IMP = 12'h098;
parameter ADC_ABS = 12'h06D, AND_ABS = 12'h02D, ASL_ABS = 12'h00E, BIT_ABS = 12'h02C, CMP_ABS = 12'h0CD, CPX_ABS = 12'h0EC, CPY_ABS = 12'h0CC, DEC_ABS = 12'h0CE, EOR_ABS = 12'h04D, INC_ABS = 12'h0EE, JMP_ABS = 12'h04C, JSR_ABS = 12'h020, LDA_ABS = 12'h0AD, LDX_ABS = 12'h0AE, LDY_ABS = 12'h0AC, LSR_ABS = 12'h04E, ORA_ABS = 12'h00D, ROL_ABS = 12'h02E, ROR_ABS = 12'h06E, SBC_ABS = 12'h0ED, STA_ABS = 12'h08D, STX_ABS = 12'h08E, STY_ABS = 12'h08C;
parameter ADC_ABX = 12'h07D, AND_ABX = 12'h03D, ASL_ABX = 12'h01E, CMP_ABX = 12'h0DD, DEC_ABX = 12'h0DE, EOR_ABX = 12'h05D, INC_ABX = 12'h0FE, LDA_ABX = 12'h0BD, LDY_ABX = 12'h0BC, LSR_ABX = 12'h05E, ORA_ABX = 12'h01D, ROL_ABX = 12'h03E, ROR_ABX = 12'h07E, SBC_ABX = 12'h0FD, STA_ABX = 12'h09D;
parameter ADC_ABY = 12'h079, AND_ABY = 12'h039, CMP_ABY = 12'h0D9, EOR_ABY = 12'h059, LDA_ABY = 12'h0B9, LDX_ABY = 12'h0BE, ORA_ABY = 12'h019, SBC_ABY = 12'h0F9, STA_ABY = 12'h099;
parameter ADC_INX = 12'h061, AND_INX = 12'h021, CMP_INX = 12'h0C1, EOR_INX = 12'h041, LDA_INX = 12'h0A1, ORA_INX = 12'h001, SBC_INX = 12'h0E1, STA_INX = 12'h081;
parameter ADC_INY = 12'h071, AND_INY = 12'h031, CMP_INY = 12'h0D1, EOR_INY = 12'h051, LDA_INY = 12'h0B1, ORA_INY = 12'h011, SBC_INY = 12'h0F1, STA_INY = 12'h091;
parameter ADC_ZPG = 12'h065, AND_ZPG = 12'h025, ASL_ZPG = 12'h006, BIT_ZPG = 12'h024, CMP_ZPG = 12'h0C5, CPX_ZPG = 12'h0E4, CPY_ZPG = 12'h0C4, DEC_ZPG = 12'h0C6, EOR_ZPG = 12'h045, INC_ZPG = 12'h0E6, LDA_ZPG = 12'h0A5, LDX_ZPG = 12'h0A6, LDY_ZPG = 12'h0A4, LSR_ZPG = 12'h046, ORA_ZPG = 12'h005, ROL_ZPG = 12'h026, ROR_ZPG = 12'h066, SBC_ZPG = 12'h0E5, STA_ZPG = 12'h085, STX_ZPG = 12'h086, STY_ZPG = 12'h084;
parameter ADC_ZPX = 12'h075, AND_ZPX = 12'h035, ASL_ZPX = 12'h016, CMP_ZPX = 12'h0D5, DEC_ZPX = 12'h0D6, EOR_ZPX = 12'h055, INC_ZPX = 12'h0F6, LDA_ZPX = 12'h0B5, LDY_ZPX = 12'h0B4, LSR_ZPX = 12'h056, ORA_ZPX = 12'h015, ROL_ZPX = 12'h036, ROR_ZPX = 12'h076, SBC_ZPX = 12'h0F5, STA_ZPX = 12'h095, STY_ZPX = 12'h094;
parameter BCC_REL = 12'h090, BCS_REL = 12'h0B0, BEQ_REL = 12'h0F0, BMI_REL = 12'h030, BNE_REL = 12'h0D0, BPL_REL = 12'h010, BVC_REL = 12'h050, BVS_REL = 12'h070;
parameter JMP_IND = 12'h06C;
parameter LDX_ZPY = 12'h0B6, STX_ZPY = 12'h096;
parameter fetch1 =              12'h100;
parameter fetch2 =              12'h101;
parameter IMMEDIATE =           12'h102;
parameter JMP_ABS_1 =           12'h103;
parameter IMPLIED_ACCUMULATOR = 12'h104;
parameter ZEROPAGE =            12'h105;
parameter ZEROPAGE_MW =         12'h106;
parameter ZEROPAGE_R =          12'h107;
parameter ERROR =               12'h1ff;
module mux8 (
    input   [7:0] in0, in1, in2, in3, in4, in5, in6, in7,
    input   [2:0] sel,
    output reg [7:0] f
);
always
case(sel)
    0: f = in0;
    1: f = in1;
    2: f = in2;
    3: f = in3;
    4: f = in4;
    5: f = in5;
    6: f = in6;
    7: f = in7;
endcase
endmodule
[flow/run.sh]
#!/bin/bash
# OpenROAD 26Q1-2900-gdf79404cd8, Yosys 0.63+post, stock flow scripts
make -C /OpenROAD-flow-scripts/flow DESIGN_CONFIG=/design/flow/config.mk WORK_HOME=/design/flow/orfs finish
[flow/config.mk]
export PLATFORM = sky130hd
export DESIGN_NAME = mux8
export DESIGN_NICKNAME = mux8
export VERILOG_FILES = /design/flow/design.v
export SDC_FILE = /design/flow/constraint.sdc
export NUM_CORES = 4
export LEC_CHECK = 1
export CORE_AREA = 10 10 70 70
export DIE_AREA = 0 0 80 80
[flow/constraint.sdc]
current_design mux8

set clk_period 1.7
set clk_io_pct 0.2

create_clock -name clk0 -period $clk_period

set non_clock_inputs [all_inputs -no_clocks]
set_input_delay [expr $clk_period * $clk_io_pct] -clock clk0 $non_clock_inputs
set_output_delay [expr $clk_period * $clk_io_pct] -clock clk0 [all_outputs]
==> flow_summary.ini <==
; physical design summary
[timing]
drv_slew = 0
hold_viol_final = 0
fin_crit_ps = 1870
worst_pin_slew_ps = 298
setup_ws_ps = -165
whs_ps = 1280
relSlewSlack = 0.801
max_freq_mhz = 536
rsz0062_at_grt = true
fin_crit_sh = 1.10
setup_viol_count_final = 8

[setup_path]
critPathKind = input pin to output port
crit_slowest_cell = mux4_2
cp_top_family = multiplexers
start_kind = input pin
crit_chain = buf_8 > buf_16 > buf_8 > mux4_2 > mux2_4 > buf_2
cp_common_cell = buf_8
critPathRequiredTime_ps = 1360
endpoint_kind = output port
cp.arrival_ps = 1530
cpPeakStageDelay_ps = 490
critPathMaxFanout = 4
critical_path_buf_inv_count = 4

[grt]
grt_start_max_net_pins = 11
gr-total-overflow = 0
grt_pass1_vias = 875
track_usage = 0.0864
antenna_found_initial = 0
grt_pass1_wl_mm = 4.44

[layout]
area_delta_synth_final_pct = 161
n_clock_buffer = 0
seq_cells = 0
seq_area_um2 = 0
layout-drive-gt1-share = 0.419
fillers = 366

[detailed_routing]
vias_per_cell = 4.30
drt_pass1_iterations = 2
vias = 731
wl_per_cell_um = 16.9
antenna_cells = 0
drtIter0Drc = 18
ant_nets = 0
routed_wirelength_mm = 2.88
drc = 0

[pwr]
total_leakage_power_nw = 0.698
ir_drop_uv = 106
total_power_mw = 0.344
p_per_area_nw_per_um2 = 232

[yosys]
top_cells_by_area = mux4_1 56%, mux2_2 14%, mux4_2 7.9%
synthDominantCellAreaShare = 0.555
top_area_cell = mux4_1
ys_types = 17
postSynthSeqShare = 0
syn_area_um2 = 568
ys_area_um2 = 568
syn_inst = 39
yosys_warnings = 1
synth_area_per_cell_um2 = 14.6
ys_cells = 39
synthTopCellsByCount = 12 x mux4_1, 7 x mux2_2, 3 x mux2i_1
top_cell = mux4_1

[die]
boundaryPins = 75
die_x_um = 80
rows = 21
coreArea_um2 = 3420
die_h_um = 80
chipArea_um2 = 6400
initial_core_util = 0.166

[job]
warning_count = 34
maxCapViolCount = 0

[placement]
place_hpwl_mm = 2.21
gp_congestion = 0.761
numPortBuffers = 75
dp_slack_ps = -911

[run_status]
violations = setup timing
status = finished with violations

[clocking]
hold_buffers = 0

[hold_path]
hold_class = input pin to output port
-- final timing paths --
path	start	end	slack (ps)	depth (start not counted)
worst min-delay path	in4[2]	f[2]	1280	5
worst max-delay path	sel[0]	f[0]	-170	6
-- per-layer routing --
layer  track usage  wire [um]  vias to the layer above
li1              -          -                      348
met1         0.120       1250                      341
met4             0          0                        0
met2         0.136       1350                       42
met5             0          0                        -
met3        0.0295        273                        0
-- cell type report --
class / instances / area (um^2) / area share
Timing Repair Buffer: 90 / 875 / 0.590
Multi-Input combinational cell: 33 / 546 / 0.368
Tap cell: 46 / 57.6 / 0.0389
Inverter: 1 / 3.75 / 0.00253
-- power by group --
| group | leakage [nW] | switching (mW) | internal (mW) |
|---|---|---|---|
| Clock | 0 | 0 | 0 |
| Combinational | 0.698 | 0.0901 | 0.254 |
| Sequential | 0 | 0 | 0 |
| Total | 0.698 | 0.0901 | 0.254 |
-- stage by stage --
stage | cells | utilization | area [um^2] | TNS (ps)
final | 170 | 0.434 | 1480 | -1000
after floorplan | 39 | - | 568 | 0
after global placement | 161 | 0.413 | 1410 | -7090
after detailed placement | 161 | 0.413 | 1410 | -7150
after CTS | 169 | 0.416 | 1420 | -1120
after global routing | 170 | 0.434 | 1480 | -1300
-- cells in the final DEF, fill, tap and decap left out, types with 2 or more instances in the layout --
cell type         n
buf_12            2
buf_2             6
buf_4             7
buf_6             4
buf_8             3
clkdlybuf4s50_1   6
dlygate4sd2_1    59
mux2_4            7
mux2i_1           3
mux4_2           14
-- kinds of logic after synthesis --
kind of cell           count (synthesis)  share of synthesized area
and+or+nand+nor                        4                     0.0440
AOI/OAI and AO/OA                      5                     0.0595
muxes                                 24                      0.826
buffers and inverters                  6                     0.0705
-- what timing repair did --
action                                  CTS  global route
pin swaps                                 2             3
gates resized                           122            10
cloned                                    2             1
buffers inserted                          6             0
endpoints found under the setup margin    8             8
hold endpoints to repair                  0             0
Power and IR drop assume default switching activity.
