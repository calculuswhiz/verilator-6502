==> design.v <==
parameter ADC_IMM = 12'h069, AND_IMM = 12'h029, CMP_IMM = 12'h0C9, CPX_IMM = 12'h0E0, CPY_IMM = 12'h0C0, EOR_IMM = 12'h049, LDA_IMM = 12'h0A9, LDX_IMM = 12'h0A2, LDY_IMM = 12'h0A0, ORA_IMM = 12'h009, SBC_IMM = 12'h0E9;
parameter ASL_ACC = 12'h00A, BRK_IMP = 12'h000, CLC_IMP = 12'h018, CLD_IMP = 12'h0D8, CLI_IMP = 12'h058, CLV_IMP = 12'h0B8, DEX_IMP = 12'h0CA, DEY_IMP = 12'h088, INX_IMP = 12'h0E8, INY_IMP = 12'h0C8, LSR_ACC = 12'h04A, NOP_IMP = 12'h0EA, PHA_IMP = 12'h048, PHP_IMP = 12'h008, PLP_IMP = 12'h028, PLA_IMP = 12'h068, ROL_ACC = 12'h02A, ROR_ACC = 12'h06A, RTI_IMP = 12'h040, RTS_IMP = 12'h060, SEC_IMP = 12'h038, SED_IMP = 12'h0F8, SEI_IMP = 12'h078, TAX_IMP = 12'h0AA, TAY_IMP = 12'h0A8, TSX_IMP = 12'h0BA, TXA_IMP = 12'h08A, TXS_IMP = 12'h09A, TYA_IMP = 12'h098;
parameter ADC_ABS = 12'h06D, AND_ABS = 12'h02D, ASL_ABS = 12'h00E, BIT_ABS = 12'h02C, CMP_ABS = 12'h0CD, CPX_ABS = 12'h0EC, CPY_ABS = 12'h0CC, DEC_ABS = 12'h0CE, EOR_ABS = 12'h04D, INC_ABS = 12'h0EE, JMP_ABS = 12'h04C, JSR_ABS = 12'h020, LDA_ABS = 12'h0AD, LDX_ABS = 12'h0AE, LDY_ABS = 12'h0AC, LSR_ABS = 12'h04E, ORA_ABS = 12'h00D, ROL_ABS = 12'h02E, ROR_ABS = 12'h06E, SBC_ABS = 12'h0ED, STA_ABS = 12'h08D, STX_ABS = 12'h08E, STY_ABS = 12'h08C;
parameter ADC_ABX = 12'h07D, AND_ABX = 12'h03D, ASL_ABX = 12'h01E, CMP_ABX = 12'h0DD, DEC_ABX = 12'h0DE, EOR_ABX = 12'h05D, INC_ABX = 12'h0FE, LDA_ABX = 12'h0BD, LDY_ABX = 12'h0BC, LSR_ABX = 12'h05E, ORA_ABX = 12'h01D, ROL_ABX = 12'h03E, ROR_ABX = 12'h07E, SBC_ABX = 12'h0FD, STA_ABX = 12'h09D;
parameter ADC_ABY = 12'h079, AND_ABY = 12'h039, CMP_ABY = 12'h0D9, EOR_ABY = 12'h059, LDA_ABY = 12'h0B9, LDX_ABY = 12'h0BE, ORA_ABY = 12'h019, SBC_ABY = 12'h0F9, STA_ABY = 12'h099;
parameter ADC_INX = 12'h061, AND_INX = 12'h021, CMP_INX = 12'h0C1, EOR_INX = 12'h041, LDA_INX = 12'h0A1, ORA_INX = 12'h001, SBC_INX = 12'h0E1, STA_INX = 12'h081;
parameter ADC_INY = 12'h071, AND_INY = 12'h031, CMP_INY = 12'h0D1, EOR_INY = 12'h051, LDA_INY = 12'h0B1, ORA_INY = 12'h011, SBC_INY = 12'h0F1, STA_INY = 12'h091;
parameter ADC_ZPG = 12'h065, AND_ZPG = 12'h025, ASL_ZPG = 12'h006, BIT_ZPG = 12'h024, CMP_ZPG = 12'h0C5, CPX_ZPG = 12'h0E4, CPY_ZPG = 12'h0C4, DEC_ZPG = 12'h0C6, EOR_ZPG = 12'h045, INC_ZPG = 12'h0E6, LDA_ZPG = 12'h0A5, LDX_ZPG = 12'h0A6, LDY_ZPG = 12'h0A4, LSR_ZPG = 12'h046, ORA_ZPG = 12'h005, ROL_ZPG = 12'h026, ROR_ZPG = 12'h066, SBC_ZPG = 12'h0E5, STA_ZPG = 12'h085, STX_ZPG = 12'h086, STY_ZPG = 12'h084;
parameter ADC_ZPX = 12'h075, AND_ZPX = 12'h035, ASL_ZPX = 12'h016, CMP_ZPX = 12'h0D5, DEC_ZPX = 12'h0D6, EOR_ZPX = 12'h055, INC_ZPX = 12'h0F6, LDA_ZPX = 12'h0B5, LDY_ZPX = 12'h0B4, LSR_ZPX = 12'h056, ORA_ZPX = 12'h015, ROL_ZPX = 12'h036, ROR_ZPX = 12'h076, SBC_ZPX = 12'h0F5, STA_ZPX = 12'h095, STY_ZPX = 12'h094;
parameter BCC_REL = 12'h090, BCS_REL = 12'h0B0, BEQ_REL = 12'h0F0, BMI_REL = 12'h030, BNE_REL = 12'h0D0, BPL_REL = 12'h010, BVC_REL = 12'h050, BVS_REL = 12'h070;
parameter JMP_IND = 12'h06C;
parameter LDX_ZPY = 12'h0B6, STX_ZPY = 12'h096;
parameter fetch1 =              12'h100;
parameter fetch2 =              12'h101;
parameter IMMEDIATE =           12'h102;
parameter JMP_ABS_1 =           12'h103;
parameter IMPLIED_ACCUMULATOR = 12'h104;
parameter ZEROPAGE =            12'h105;
parameter ZEROPAGE_MW =         12'h106;
parameter ZEROPAGE_R =          12'h107;
parameter ERROR =               12'h1ff;
module PC #(parameter rstval = 16'h0)
(
	input clk,
	input load_pc_h,
	input load_pc_l,
    input L_inc,
    input H_inc,
    input H_dec,
	input [7:0]    PCL_in,
	input [7:0]    PCH_in,
    input H_rst_n,
	output [7:0]   PCL_out,
	output [7:0]   PCH_out
);
reg [15:0] data;
initial
begin
	data = rstval;
end
always @ (posedge clk)
begin 
    if (~H_rst_n)   
    begin 
        data[15:8] <= 8'h00;
        data [7:0] <= load_pc_l?PCL_in:data[7:0];        
    end
    else if (L_inc)
        data<=data+1'b1;
    else if (H_inc)
    begin
        data[15:8]<=data[15:8]+1'b1;
        data[7:0] <=data[7:0];
    end
    else if (H_dec)
    begin 
        data[15:8]<=data[15:8]-1'b1;
        data[7:0] <=data[7:0];
    end
    else if (load_pc_h|load_pc_l)
    begin
    	data [15:8] <= load_pc_h?PCH_in:data[15:8];
    	data [7:0]  <= load_pc_l?PCL_in:data[7:0];
    end
end
assign PCL_out = data [7:0];
assign PCH_out = data [15:8];
endmodule : PC
==> run.sh <==
#!/bin/bash
# OpenROAD 26Q1-2900-gdf79404cd8, Yosys 0.63+post, stock flow scripts
make -C /OpenROAD-flow-scripts/flow DESIGN_CONFIG=/design/flow/config.mk WORK_HOME=/design/flow/orfs finish
==> config.mk <==
export PLATFORM = sky130hd
export DESIGN_NAME = PC
export DESIGN_NICKNAME = PC
export VERILOG_FILES = /design/flow/design.v
export SDC_FILE = /design/flow/constraint.sdc
export NUM_CORES = 4
export LEC_CHECK = 1
export CORE_AREA = 10 10 96 96
export DIE_AREA = 0 0 106 106
==> constraint.sdc <==
current_design PC

set clk_period 4.1
set clk_io_pct 0.2

create_clock -name clk0 -period $clk_period [get_ports {clk}]

set non_clock_inputs [all_inputs -no_clocks]
set_input_delay [expr $clk_period * $clk_io_pct] -clock clk0 $non_clock_inputs
set_output_delay [expr $clk_period * $clk_io_pct] -clock clk0 [all_outputs]
==> flow_results.org <==
* Flow results

** Critical path
- The data required time reported for the critical path is about 4 ns.
- Biggest cell delay along the critical path :: 0.73 ns
- In this run the critical register-to-register path is captured at data[12].
- Data on the critical path arrives at its endpoint at 2.50 ns.
- Together, buffers and inverters on the worst path number 1.
- STA classifies the critical path endpoint as a register.
- The worst setup path is launched from an input port.
- Number of cells on the worst reg-to-reg path :: 5
- Reg-to-Reg Start :: data[8]
- The largest individual stage delay along the critical path comes from the cell sky130_fd_sc_hd__clkdlybuf4s50_1.
- The worst setup path is of the in2reg kind.
- The critical path maximum fanout is 19.
- Ordered cell list for the critical path :: clkdlybuf4s50_1, nor2_1, o21ai_0, nand3b_1
- The kind of cell with the highest combined delay along the critical path is simple AND/OR/NAND/NOR gates.
- Across all register-to-register paths, the minimum setup slack is 2.21 ns.

** Clock tree
- In this run the post-CTS setup repair buffer count came out at 0.
- Quantity of hold-fixing buffers added after cts :: 0
- Clk Latency, worst-skew pair :: around 0.25 ns
- Root cell of the clock tree :: sky130_fd_sc_hd__clkbuf_8
- Counting along the longest clock path gives a buffer depth of 2.
- Clock buffer count from CTS :: 3
- In this run, post-CTS repair resized a total of 0 instances.
- For reference, the clock transition at the flip-flops on the worst setup and hold paths is ~0.070 ns.
- Clock sink count :: 16
- TritonCTS clock tree :: done
- Number of H-tree levels :: 1

** Synth
- Commonest flop :: sky130_fd_sc_hd__edfxtp_1
- Synthesis instantiated around 52 different standard cells from the library.
- The synthesis report lists the Yosys warning total as 1.
- By area the synthesized netlist is led by sky130_fd_sc_hd__edfxtp_1 16%, sky130_fd_sc_hd__dfxtp_1 11%, sky130_fd_sc_hd__nor2_1 6.6%.
- Yosys reported that registers with async set or reset make up 0%.
- After synthesis the cells add up to 1470 um^2.
- Cell count in the Yosys report :: between 150 and 200
- The share of synthesized area in the top cell type comes to 16.3%.
- In the synthesized netlist, the number of instances is between 150 and 200.
- A synthesized cell averages between 7 and 8 um^2.
- Most area-hungry cell type in the Yosys netlist :: sky130_fd_sc_hd__edfxtp_1
- Yosys reported a register bit count of 16.
- Post-synthesis, Yosys gives the total cell area as between 1000 and 1500 um^2.
- In this run, synthesis inferred 8 flip-flops with an integrated enable.
- Portion of the post-synthesis area used by sequential elements :: ~27%

** Final layout
- More flip-flops sit in one register than any other, and that register is data.
- The post-route utilization of the core is recorded as between 20% and 30%.
- Of the cells placed in the final design, the portion with a size suffix greater than 1 is around 5.5%.
- Count of non-filler cells in the finished layout :: between 300 and 400
- Cell area after layout :: between 1500 and 2000 um^2
- In the final layout, the fill cell count is 799.
- Commonest cells after routing, fill and taps aside :: 38 x sky130_fd_sc_hd__clkdlybuf4s50_1, 26 x sky130_fd_sc_hd__nor2_1, 18 x sky130_fd_sc_hd__nand2_1
- Between the synthesized netlist and the finished layout, the area growth was recorded as 30.9%.
- The register with the most flip-flops in the layout has 16 of them.
- Per the cell usage report, the commonest logic cell in the layout is sky130_fd_sc_hd__clkdlybuf4s50_1.
- Largest registers in the final layout :: data (16)

** Drt
- Dividing the detail-routed wire length by the instance count gives between 10 and 15 um.
- Antenna cell count :: 0
- Via total after detailed routing :: 1533
- The first detailed-routing pass took 4 iterations.
- Per the detail_route report, vias per standard cell equal between 4 and 5.
- The first routing iteration left 100 violations.
- For this block, the routed nets add up to approximately 4400 um of wire.
- Total DRC errors in the routed layout :: 0
- The detail route stage leaves a number of antenna-violating nets equal to 0.

** Die
- Floorplan die height :: around 110 um
- The initialized floorplan defines 31 standard-cell rows.
- I/O pin cnt :: 39
- Chip Footprint :: about 11000 um^2
- Overall die width :: around 110 um
- Initial core utilization :: a little over 20%
- In this run the standard cell core region covers 7210 um^2.

** Placement
- Cell count after placement :: 312
- Port buffer count :: 38
- The pre-CTS setup check shows a worst slack of between 1 and 1.5 ns.
- In the placement report, post-DP HPWL is listed as approximately 3300 um.
- The congestion estimate from routability-driven global placement came to roughly 0.9.
- Summing all placed instances gives a cell area of ~1900 um^2.

** Global routing
- Global Route Usage Sum :: under 10%
- The total overflow left after global routing is 0.
- Entering global routing, the biggest net connects 28 pins.
- Via count of the first global-routing pass :: 1424
- Wire length of the first global-routing pass :: between 7000 and 8000 um
- Number of antenna violations at the first check in global routing :: 0

** Min path
- Hold analysis lists the worst path endpoint as data[15].
- Per the hold report, the tightest min-delay path originates at data[15].
- Worst min-delay path class :: reg2reg
- The number of cells on the worst hold path is listed as 2.

** Timing
- The transition time recorded at the tightest slew-check pin is between 0.6 and 0.7 ns.
- On the final layout, the worst clock skew is about 0.0025 ns.
- For reference, the final report shows the hold violation count at 0.
- Counting pins that exceed their max-slew limit in the final report gives 0.
- Setup repair after global routing left no endpoint under its margin.
- Final critical-path share of the clock period :: between 60% and 70%
- In the final report, the number of endpoints failing setup comes to 0.
- The max-slew check reports its worst relative slack as a little over half.
- Achievable clock frequency :: 0.386 GHz
- After routing, the total negative slack on setup checks comes to 0 ns.
- Slack of the critical path :: 1.51 ns
- Minimum clock period :: between 2 and 3 ns

** Pwr
- Power per unit of standard cell area :: about 270 nW/um^2
- Leakage power figure :: 0.642 nW
- Peak supply drop :: 0.0996 mV

** Job
- The report counts max-capacitance violations totalling 0.
- In this run the tools logged warnings totalling 26.

** Outcome
- Result of the run :: finished clean
## routing by layer
layer / global-route usage (%) / share of wire, % / wire (um) / up-vias
li1: - / - / - / 752
met4: 0.774 / 0.55 / 24 / 0
met5: 0 / 0 / 0 / -
met2: 11.5 / 44 / 1910 / 61
met1: 10.8 / 47 / 2050 / 718
met3: 2.39 / 8.9 / 387 / 2
## how the worst max path moves through the flow
stage,cells past startpoint,startpoint,endpoint
after CTS,4,H_inc,data[0]
after global routing,4,H_inc,data[0]
final,4,H_inc,data[0]
## worst min-delay path: cells and delay by family, from the launching register on
family,cells,cell delay (ns)
compound gates,2,0.23
flops,1,0.37
## cells in the mapped netlist (5+ instances only)
library cell	n
sky130_fd_sc_hd__o21ai_0	14
sky130_fd_sc_hd__nand4_1	5
sky130_fd_sc_hd__buf_6	5
sky130_fd_sc_hd__a21oi_1	10
sky130_fd_sc_hd__inv_1	6
sky130_fd_sc_hd__nand3_1	9
sky130_fd_sc_hd__a211oi_1	6
sky130_fd_sc_hd__nand2_1	18
sky130_fd_sc_hd__nor2_1	26
sky130_fd_sc_hd__edfxtp_1	8
sky130_fd_sc_hd__dfxtp_1	8
sky130_fd_sc_hd__xor2_1	5
## final cells by class
cell class	instances	area (um^2)	share of cell area, %
timing repair buffer	39	388	20.1
clock buffer	3	41.3	2.14
clock inverter	1	3.75	0.195
inverter	6	22.5	1.17
multi-input combinational	152	948	49.2
tap	99	124	6.42
sequential	16	400	20.8
## metrics by stage
step | power, W | hold slack [ns]
3_3_place_gp | 0.000397 | 0.636
6_report | 0.000519 | 0.647
2_1_floorplan | 0.000322 | 0.575
4_1_cts | 0.000526 | 0.650
3_5_place_dp | 0.000397 | 0.637
5_1_grt | 0.000557 | 0.695
## kinds of logic (layout without fill, tap and decap cells)
kind of cell               after synthesis  in the layout  share of synthesized area (%)
DFF                                     16             16                           27.2
AOI/OAI and AO/OA                       53             53                           24.6
buffers and inverters                   20             49                           8.41
and+or+nand+nor                         84             84                           29.9
adders and majority gates                3              3                           2.55
xor gates and xnor gates                 9              9                           5.35
muxes                                    3              3                           2.04
## report_power, final
group	switching [W]	internal (W)	leakage, nW
clock	0.0000585	0.0000664	0.0231
sequential	0.0000379	0.000191	0.147
combinational	0.0000697	0.0000950	0.472
No activity file was given, so power comes from the tool's default toggle rates.
